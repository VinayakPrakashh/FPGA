===== /design/flow/run.sh =====
#!/bin/bash
# OpenROAD 26Q1-2900-gdf79404cd8, Yosys 0.63+post, stock flow scripts
make -C /OpenROAD-flow-scripts/flow DESIGN_CONFIG=/design/flow/config.mk WORK_HOME=/design/flow/orfs finish

===== /design/flow/config.mk =====
export PLATFORM = sky130hd
export DESIGN_NAME = instruction_mem1
export DESIGN_NICKNAME = instruction_mem1
export VERILOG_FILES = /design/flow/design.v
export SDC_FILE = /design/flow/constraint.sdc
export NUM_CORES = 4
export LEC_CHECK = 1
export CORE_AREA = 10 10 70 70
export DIE_AREA = 0 0 80 80
export SYNTH_MEMORY_MAX_BITS = 65536

===== /design/flow/constraint.sdc =====
current_design instruction_mem1

set clk_period 1.0
set clk_io_pct 0.2

create_clock -name clk0 -period $clk_period

set non_clock_inputs [all_inputs -no_clocks]
set_input_delay [expr $clk_period * $clk_io_pct] -clock clk0 $non_clock_inputs
set_output_delay [expr $clk_period * $clk_io_pct] -clock clk0 [all_outputs]

===== /design/flow/design.v =====
`timescale 1ns / 1ps
module instruction_mem1 (
input [31:0] A,
output [31:0] RD
);
reg [31:0] mem [1023:0];
assign RD=mem[A];
  initial begin
    mem[0] = 32'b01000000001000011000001010110011; 
    mem[1] = 32'b00000000001100010001001010010011; 
    mem[2] = 32'b00000000001000101000001011100011; 
    mem[3] = 32'b00000000010100010000001010000011; 
    mem[4] = 32'b00000000010100010000001010100011; 
    mem[5] = 32'b00000000000000000101001011101111; 
    mem[6] = 32'b00000000010100011000001011100111; 
    mem[7] = 32'b00000000000000000101001010110111;  
    mem[8] = 32'b00000000000000000101001010010111; 
  end
endmodule

==> out/results.ini <==
[outcome]
outcome=finished, violations left
violations=setup timing

[grt]
grt_pass1_wl_mm=1.84
grt_overflow=0
grt_pass1_vias=415
grt_usage_pct=3.39
antenna_found_initial=0
grt_max_degree=9

[setup_path]
path_buffers=3
worst-path-max-fanout=4
critPathSlowestCell=dlygate4sd2_1
crit_path_end_kind=primary output
startpoint_type=input port
crit_path_max_incr_delay_ps=230
path_class=in2out
cp.depth=6
worstPathCellList=buf_6 -> inv_2 -> ha_2 -> nor2b_4 -> a211oi_2 -> dlygate4sd2_1
crit_family=buffers and inverters
crit_arrival_ps=1040
cp_data_required_time_ps=800

[detailed_routing]
num_vias=372
routed_wl_mm=1.21
drtIter0Drc=13
ant_nets=0
drc=0
diodes=0
wl_per_cell_um=9.48
vias_per_cell=2.91
drt_first_pass_iters=2

[job]
warnings=68
cap_violations=0

[final_timing]
hold_violations=0
finalSetupViolations=13
timing.fmax_mhz=804
fin_ws_ps=-243
fin_crit_sh_pct=124
final_max_slew_viol_count=0
fin_crit_ps=1240
fin_setup_tns_ps=-1980
rsz0062_at_grt=yes

[pwr]
power_density_nw_per_um2=299
irDropWorstVdd_mv=0.0614
p_sw_uw=87.2
p_int_uw=126
pwr-share-clk_pct=0
switching_share_pct=40.9
power_leakage_nw=0.373
p_seq_share_pct=0
combPwrFrac_pct=100.0

[yosys]
synth_area_um2=425
ys_chip_area_um2=425
yosysUniqueCellTypes=23
synth_seq_share_pct=0
synth_warnings=1
yosys_cells=55
synthCells=55
syn_avg_cell_area_um2=7.73

[place]
pre_cts_slack_ps=-1010
port_buffers=18
place_congestion=0.701
hpwl_mm=1.01

[hold_path]
min_path_type=in2out
worstHoldPathCells=3

[final_layout]
synthToLayoutAreaGrowth_pct=67.6
flop_area_um2=0
drive_gt1_share_pct=58.5
clkbuf_count=0
fillers=392
final_core_util_pct=20.9
logic_area_um2=389
nFlopsAndLatches=0

[floorplanning]
core_area_um2=3420
fp.dieW_um=80
ios=64
die_h_um=80
die_area_um2=6400
num_rows=21
initCoreUtil_pct=12.5

[clock_tree]
ctsHoldBuffers=0

per-stage QoR:
step | hold slack [ps] | area (um2) | power, mW | std cells
finish | 724 | 713 | 0.213 | 128
global route | 762 | 713 | 0.242 | 128
CTS | 722 | 686 | 0.206 | 127
detailed placement | 1520 | 632 | 0.194 | 123
global placement | 1530 | 632 | 0.196 | 123
floorplan | 431 | 485 | 0.116 | 71
cells in the final DEF, fill, tap and decap left out:
master	Yosys	final
clkbuf_2	0	1
ha_4	0	2
nand2b_4	0	2
nor3_2	1	2
o21ai_1	0	1
ha_2	0	2
nor2_2	0	1
o21bai_1	1	1
buf_2	1	10
inv_2	1	4
ha_1	8	4
conb_1	2	18
a211oi_2	1	1
a21o_1	1	1
buf_8	0	2
dlygate4sd2_1	0	4
or2b_1	1	1
nand2b_1	3	1
nor2b_4	1	1
buf_6	1	7
a21boi_2	0	1
buf_4	18	7
mux2i_1	1	1
or2_2	1	1
nor2_1	3	2
a21oi_2	1	2
nor3b_2	0	2
Yosys cell counts (2+ instances only):
cell type / instances / share of area, %
buf_4: 18 / 32
ha_1: 8 / 24
inv_1: 3 / 2.6
nand2b_1: 3 / 4.4
nor2_1: 3 / 2.6
conb_1: 2 / 1.8
nor3b_1: 2 / 3.5
worst min-delay path: cells and delay by family:
kind | cells | cell delay (ps)
and+or+nand+nor | 1 | 110
buffers and inverters | 2 | 210
cell type report:
type | instances | share of cell area, %
multi-input cells | 47 | 54.6
repair buffers | 31 | 35.3
inverters | 4 | 2.11
well taps | 46 | 8.07
path summary, 6_finish.rpt:
check / end / slack, ps / startpoint
setup / recovery: RD[15] / -240 / A[0]
hold / removal: RD[14] / 720 / A[3]
logic make-up (layout without fill, tap and decap cells):
kind of cell / Yosys count / in the layout / share of synthesized area, %
multiplexers: 1 / 1 / 2.35
AND-OR/OR-AND: 7 / 7 / 12.6
AND/OR/NAND/NOR: 13 / 13 / 20.6
buffers and inverters: 24 / 35 / 39.1
other: 2 / 18 / 1.77
adder cells (fa/ha/maj): 8 / 8 / 23.5
power groups by stage:
| stage | combinational, mW | sequential (mW) | clock, mW |
|---|---|---|---|
| CTS | 0.206 | 0 | 0 |
| global route | 0.242 | 0 | 0 |
| finish | 0.213 | 0 | 0 |
metal layers:
layer,vias up,routed length [um],global-route usage [%]
li1,193,-,-
met1,158,542,4.48
met2,21,552,5.54
met3,0,120,1.14
met4,0,0,0
met5,-,0,0
timing repair:
item                       CTS  global route
hold endpoints to repair     0             0
gates resized               75             8
setup endpoints to repair   14            14
pin swaps                    8             6
setup buffers                4             1
Power is estimated from default activity; no workload was simulated.
